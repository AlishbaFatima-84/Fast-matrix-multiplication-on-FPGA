==> design.v <==
module matrix_mult_pipelined #(parameter DATA_WIDTH = 4)(
    input clk,                
    input rst,                
    input rx,                 
    output tx,                
    output reg [7:0] result,  
    output reg [7:0] LED,     
    input [2:0] switch,
    input [2:0] switch2,
    output reg [7:0] test
);
    reg [DATA_WIDTH-1:0] A_matrix [0:8];   
    reg [DATA_WIDTH-1:0] B_matrix [0:8];   
    reg [2*DATA_WIDTH-1:0] C_matrix [0:8];  
    reg [4:0] rx_count;           
    reg [2*DATA_WIDTH-1:0] partial_product [0:26];  
    reg [2*DATA_WIDTH-1:0] accum_stage;             
    reg [4:0] calc_index;                           
    reg calc_done;                                  
    reg [3:0] j;                                    
    reg write_done;                                 
    integer i;
    reg [3:0] st = 0;                               
    reg [1:0] cc = 0;                               
wire busy;
    wire [7:0] rx_data;
    wire rx_ready;
    wire rx_valid;
    reg rx_ready_d;   
    reg [3:0] idx;
    always @(posedge clk or posedge rst) begin
        if (rst) begin
            rx_ready_d <= 0;
        end else begin
            rx_ready_d <= rx_valid;
        end
    end
    wire rx_valid_edge = rx_valid && !rx_ready_d;   
    uart_rx #(
        .CLOCK_FREQ(100_000_000),   
        .BAUD_RATE(9600)            
    ) uart_rx_inst (
        .clk(clk),
        .reset(rst),
        .rx(rx),
        .rx_data(rx_data),
        .rx_ready(rx_ready)
    );
    uart_tx #(
        .CLOCK_FREQ(100_000_000),   
        .BAUD_RATE(9600)            
    ) uart_tx_inst (
        .clk(clk),
        .reset(rst),
        .tx_data(result),
        .tx_start(calc_done),
        .tx(tx),                    
        .tx_busy(busy)                  
    );
    always @(posedge clk or posedge rst) begin
        if (rst) begin
            for (i = 0; i < 9; i = i + 1) begin
                A_matrix[i] <= 0;
                B_matrix[i] <= 0;
            end
            rx_count <= 0;
            write_done <= 0;
        end else if (rx_ready && rx_count < 20) begin
            if (rx_count < 9) begin
                A_matrix[rx_count] <= rx_data;  
            end else begin
                B_matrix[rx_count - 9] <= rx_data;  
            end
            rx_count <= rx_count + 1;
        end else if (rx_count >= 20) begin
            write_done <= 1;   
        end
    end
    always @(posedge clk or posedge rst) begin
        if (rst) begin
            for (i = 0; i < 9; i = i + 1) C_matrix[i] <= 0;
            for (i = 0; i < 27; i = i + 1) partial_product[i] <= 0;
            accum_stage <= 0;
            LED <= 8'b00000000;
            result <= 8'b00000000;
            calc_done <= 0;
            calc_index <= 0;
            j <= 0;
            st <= 0;
            cc <= 0;
				idx <= 0;
        end else if (write_done && !calc_done) begin
		    case(j)
                    0: begin
                        partial_product[0] <= A_matrix[0] * B_matrix[0];
                        partial_product[1] <= A_matrix[1] * B_matrix[3];
                        partial_product[2] <= A_matrix[2] * B_matrix[6];
                    end
                    1: begin
                        partial_product[3] <= A_matrix[0] * B_matrix[1];
                        partial_product[4] <= A_matrix[1] * B_matrix[4];
                        partial_product[5] <= A_matrix[2] * B_matrix[7];
                    end
                    2: begin
                        partial_product[6] <= A_matrix[0] * B_matrix[2];
                        partial_product[7] <= A_matrix[1] * B_matrix[5];
                        partial_product[8] <= A_matrix[2] * B_matrix[8];
                    end
                    3: begin
                        partial_product[9] <= A_matrix[3] * B_matrix[0];
                        partial_product[10] <= A_matrix[4] * B_matrix[3];
                        partial_product[11] <= A_matrix[5] * B_matrix[6];
                    end
                    4: begin
                        partial_product[12] <= A_matrix[3] * B_matrix[1];
                        partial_product[13] <= A_matrix[4] * B_matrix[4];
                        partial_product[14] <= A_matrix[5] * B_matrix[7];
                    end
                    5: begin
                        partial_product[15] <= A_matrix[3] * B_matrix[2];
                        partial_product[16] <= A_matrix[4] * B_matrix[5];
                        partial_product[17] <= A_matrix[5] * B_matrix[8];
                    end
                    6: begin
                        partial_product[18] <= A_matrix[6] * B_matrix[0];
                        partial_product[19] <= A_matrix[7] * B_matrix[3];
                        partial_product[20] <= A_matrix[8] * B_matrix[6];
                    end
                    7: begin
                        partial_product[21] <= A_matrix[6] * B_matrix[1];
                        partial_product[22] <= A_matrix[7] * B_matrix[4];
                        partial_product[23] <= A_matrix[8] * B_matrix[7];
                    end
                    8: begin
                        partial_product[24] <= A_matrix[6] * B_matrix[2];
                        partial_product[25] <= A_matrix[7] * B_matrix[5];
                        partial_product[26] <= A_matrix[8] * B_matrix[8];
                    end
                endcase
            case (calc_index)
                0: accum_stage <= partial_product[0] + partial_product[1] + partial_product[2];  
                1: accum_stage <= partial_product[3] + partial_product[4] + partial_product[5];  
                2: accum_stage <= partial_product[6] + partial_product[7] + partial_product[8];  
                3: accum_stage <= partial_product[9] + partial_product[10] + partial_product[11];  
                4: accum_stage <= partial_product[12] + partial_product[13] + partial_product[14];  
                5: accum_stage <= partial_product[15] + partial_product[16] + partial_product[17];  
                6: accum_stage <= partial_product[18] + partial_product[19] + partial_product[20];  
                7: accum_stage <= partial_product[21] + partial_product[22] + partial_product[23];  
                8: accum_stage <= partial_product[24] + partial_product[25] + partial_product[26];  
            endcase
            if (cc >= 2) begin
                C_matrix[st] <= accum_stage;
                calc_index <= calc_index + 1;
                st <= st + 1;   
            end
            cc <= cc + 1;
            j <= j + 1;  
            if (calc_index >= 9 && idx<9) begin
				if (!busy) begin
                calc_done <= 1;
					 result <= C_matrix[idx];
					 idx <= idx+1;
					 end
            end
				else calc_done <= 0;
        end
    end
    always @(*) begin
        case (switch)
            3'd0: test = C_matrix[0];     
            3'd1: test = C_matrix[1];    
            3'd2: test = C_matrix[2];    
            3'd3: test = C_matrix[3];    
            3'd4: test = C_matrix[4];    
            3'd5: test = C_matrix[5];    
            3'd6: test = C_matrix[6];    
            3'd7: test = C_matrix[7];
            default: test = C_matrix[0];
        endcase
    end
endmodule
`timescale 1ns / 1ps
module uart_rx (
    input wire clk,                 
    input wire reset,               
    input wire rx,                  
    output reg [7:0] rx_data,       
    output reg rx_ready             
);
    parameter BAUD_RATE = 9600;
    parameter CLOCK_FREQ = 100_000_000;  
    localparam BIT_TIME = CLOCK_FREQ / BAUD_RATE;
    reg [3:0] rx_state;
    reg [15:0] rx_counter;
    reg [3:0] bit_index;
    always @(posedge clk or posedge reset) begin
        if (reset) begin
            rx_state <= 0;
            rx_counter <= 0;
            bit_index <= 0;
            rx_ready <= 0;
            rx_data <= 8'b0;
        end else begin
            case (rx_state)
                0: begin  
                    if (rx == 0) begin  
                        rx_state <= 1;
                        rx_counter <= 0;
                    end
                end
                1: begin  
                    if (rx_counter < BIT_TIME / 2) begin
                        rx_counter <= rx_counter + 1;
                    end else begin
                        rx_state <= 2;  
                        rx_counter <= 0;
                    end
                end
                2: begin  
                    if (rx_counter < BIT_TIME) begin
                        rx_counter <= rx_counter + 1;
                    end else begin
                        rx_data[bit_index] <= rx;  
                        rx_counter <= 0;
                        if (bit_index < 7) begin
                            bit_index <= bit_index + 1;
                        end else begin
                            rx_state <= 3;  
                            rx_ready <= 1;  
                            bit_index <= 0;  
                        end
                    end
                end
                3: begin  
                    if (rx_counter < BIT_TIME) begin
                        rx_counter <= rx_counter + 1;
                    end else begin
                        rx_state <= 0;  
                        rx_ready <= 0;  
                    end
                end
            endcase
        end
    end
endmodule
`timescale 1ns / 1ps
module uart_tx (
    input wire clk,                 
    input wire reset,               
    input wire [7:0] tx_data,       
    input wire tx_start,            
    output reg tx,                  
    output reg tx_busy              
);
    parameter BAUD_RATE = 9600;
    parameter CLOCK_FREQ = 100_000_000;  
    localparam BIT_TIME = CLOCK_FREQ / BAUD_RATE;
    reg [3:0] tx_state;
    reg [7:0] tx_buffer;
    reg [15:0] tx_counter;
    reg [3:0] bit_index;
    always @(posedge clk or posedge reset) begin
        if (reset) begin
            tx_state <= 0;
            tx_busy <= 0;
            tx_counter <= 0;
            tx <= 1;  
        end else begin
            case (tx_state)
                0: begin  
                    if (tx_start && !tx_busy) begin
                        tx_buffer <= tx_data;
                        tx_state <= 1;  
                        tx_busy <= 1;
                    end
                end
                1: begin  
                    if (tx_counter < BIT_TIME) begin
                        tx_counter <= tx_counter + 1;
                    end else begin
                        tx <= 0;  
                        tx_counter <= 0;
                        tx_state <= 2;  
                        bit_index <= 0;
                    end
                end
                2: begin  
                    if (tx_counter < BIT_TIME) begin
                        tx_counter <= tx_counter + 1;
                    end else begin
                        tx <= tx_buffer[bit_index];  
                        tx_counter <= 0;
                        if (bit_index < 7) begin
                            bit_index <= bit_index + 1;
                        end else begin
                            tx_state <= 3;  
                        end
                    end
                end
                3: begin  
                    if (tx_counter < BIT_TIME) begin
                        tx_counter <= tx_counter + 1;
                    end else begin
                        tx <= 1;  
                        tx_state <= 0;  
                        tx_busy <= 0;  
                    end
                end
            endcase
        end
    end
endmodule
==> run.sh <==
#!/bin/bash
# OpenROAD 26Q1-2900-gdf79404cd8, Yosys 0.63+post, stock flow scripts
make -C /OpenROAD-flow-scripts/flow DESIGN_CONFIG=/design/flow/config.mk WORK_HOME=/design/flow/orfs finish
==> config.mk <==
export PLATFORM = sky130hd
export DESIGN_NAME = matrix_mult_pipelined
export DESIGN_NICKNAME = matrix_mult_pipelined
export VERILOG_FILES = /design/flow/design.v
export SDC_FILE = /design/flow/constraint.sdc
export NUM_CORES = 4
export LEC_CHECK = 1
export CORE_UTILIZATION = 30
==> constraint.sdc <==
current_design matrix_mult_pipelined

set clk_period 3.8
set clk_io_pct 0.2

create_clock -name clk0 -period $clk_period [get_ports {clk}]

set non_clock_inputs [all_inputs -no_clocks]
set_input_delay [expr $clk_period * $clk_io_pct] -clock clk0 $non_clock_inputs
set_output_delay [expr $clk_period * $clk_io_pct] -clock clk0 [all_outputs]
==> run summary <==
Update from the flow run.

Post-CTS repair ended up resizing 0 cells. The top-area cell type share of the netlist area is 0.3222. The final timing summary puts the cycle share of the worst path at 0.9465.

The number of warnings in the stage logs is 50. The critical path is of the input port to output port type. The number of slew-limit violations in the final report is 0.

The last weighted congestion value of the routability-driven placer is 0.9708. The area overhead of the layout relative to synthesis is 11.51%. After clock tree synthesis, the setup repair step added 0 buffers. Clock skew on the completed layout was measured at 53.67 ps. The number of placed instances, taps included is 4892.

The proportion of power drawn by flip-flops and latches is 0.458. Headroom to the max-slew limit came out at 0.4187. The fmax is 278.0 MHz. According to the hold report, the worst path is of the register to register type. Of all nets on the critical path, the largest fanout is 9. The total net switching power is 2.361 mW. The number of antenna violations at the first check in global routing was 1.

The clock period minus final worst setup slack is 3597 ps. Of the total power, the share spent switching nets is 0.2178. The count of nets left with antenna violations once routing finished came out at 0. In the layout the commonest cells are sky130_fd_sc_hd__dfrtp_1 (450), sky130_fd_sc_hd__ha_1 (409), sky130_fd_sc_hd__nand2_1 (405).

After filler insertion, the fill cell instance count of the layout stands at 11370. During I/O placement, the number of pins put on the boundary was 34. The root buffer cell chosen for the clock tree is sky130_fd_sc_hd__clkbuf_16. After detailed routing, the average wire length per cell comes to 17.17 um. Of the synthesized area, sequential elements account for 0.3348. By instance count after routing, the leading logic cell type is sky130_fd_sc_hd__dfrtp_1.

Per the detail_route report, DRC violations left total 0. The number of standard cells in the layout, taps in and fillers out is 4987. In the synthesized netlist the async set-or-reset flop fraction comes to 0.9742.

The skew report gives the latency at the later pin of the worst-skew pair as 640 ps. The share of total power dissipated in combinational logic is 0.016. The largest net degree at the start of global routing is 92. The starting utilization of the core area is 0.3040. Yosys reported a register bit count of 465.

The library cell occupying the most area in the post-synthesis netlist is sky130_fd_sc_hd__dfrtp_1. Setup repair after global routing left no endpoint under its margin. In this run, synthesis inferred 12 flip-flops with an integrated enable.

The type of destination of the critical path is an output port. The pin slew with the least headroom to its limit is 871.9 ps. The script computed a power per unit cell area of 278.1 nW/um^2. Per the CTS log, the buffer count on the longest clock path is 3. The relative contribution of the clock network to total power is 0.526. The number of buffers created by CTS is 50. TritonCTS built the clock tree. The number of violations of the max-capacitance limit is 0. Hold timing on the final database bottoms out at a slack of 486.8 ps.

The count of input and output buffers is 22. The synthesized netlist was found by Yosys to have 3454 cells. Once iteration 0 of detailed routing completed, the report listed 1241 DRC markers. In the global route stage, overall resource usage came out at 0.1549. Data arrives at the worst endpoint at 2840 ps. The count of endpoints failing setup in the final report is 0. The area recorded from the Yosys report for this design is 34950 um^2. The count of standard-cell rows is 124. Sorting the synthesized cells by area gives the leading types as sky130_fd_sc_hd__dfrtp_1 (32%), sky130_fd_sc_hd__ha_1 (15%), sky130_fd_sc_hd__fa_1 (10%). The unique cell type count in the Yosys netlist is 80.

The required time at the worst endpoint is listed as 3040 ps. The leakage component of the power was reported as 20.08 nW. The placeable core area is 115000 um^2. After legalization and detailed placement, the total HPWL measured 63600 um. The routed layout has 24040 vias. Measured along the y axis, the die boundary spans 343.3 um. The average instance in the mapped netlist occupies 10.12 um^2.

The netlist area before placement is 34950 um^2. The worst VDD IR drop from the latest analysis is 0.0003012 V. The clock-pin transition on the worst setup and hold timing paths is 60 ps.

The number of global-route vias before repair came to 24080. The total of hold buffers inserted after clock tree synthesis is 0. The main flop type is sky130_fd_sc_hd__dfrtp_1. The floorplan die width is 343.3 um. Cell internal power was estimated by the tool at 8.479 mW. The synthesis report lists the Yosys warning total as 7. The area of the die is 117900 um^2. The sum of overflow across all layers after global routing is 0. The number of vias per cell is 4.821. The sink count of the clock tree is 465.

In this run the number of H-tree levels came out at 2. The routed design has 85630 um of wire. The first-pass iteration count of the detailed router is 8.

The proportion of layout cells with a drive suffix above 1 is 0.1166. The global-route wire length before repair is 137800 um. The flow ran to the end, and the final reports show no timing, DRC or antenna violations. The startpoint kind of the worst setup timing path is an input port. The synthesized netlist handed to floorplanning was reported with a cell count of 3454.

The final hold violation count recorded for this run is 0.
-- cell usage after synthesis, types with 10 or more instances --
library cell and instances:
sky130_fd_sc_hd__buf_2 13, sky130_fd_sc_hd__clkbuf_1 129, sky130_fd_sc_hd__o22ai_1 23, sky130_fd_sc_hd__edfxtp_1 12, sky130_fd_sc_hd__a21o_1 83, sky130_fd_sc_hd__fa_1 180
sky130_fd_sc_hd__xnor2_1 88, sky130_fd_sc_hd__nand2b_1 23, sky130_fd_sc_hd__a21oi_1 131, sky130_fd_sc_hd__inv_1 219, sky130_fd_sc_hd__a221oi_1 13, sky130_fd_sc_hd__nor3_1 14
sky130_fd_sc_hd__mux2i_1 11, sky130_fd_sc_hd__buf_1 18, sky130_fd_sc_hd__mux2_2 209, sky130_fd_sc_hd__and2_1 324, sky130_fd_sc_hd__dfrtp_1 450, sky130_fd_sc_hd__xor2_1 95
sky130_fd_sc_hd__a22oi_1 21, sky130_fd_sc_hd__nand3_1 32, sky130_fd_sc_hd__o21ai_0 237, sky130_fd_sc_hd__nand2_1 405, sky130_fd_sc_hd__nor2b_1 16, sky130_fd_sc_hd__nand4_1 12
sky130_fd_sc_hd__o21ai_1 10, sky130_fd_sc_hd__o21bai_1 23, sky130_fd_sc_hd__and3_1 18, sky130_fd_sc_hd__nor2_1 70, sky130_fd_sc_hd__o21a_1 12, sky130_fd_sc_hd__a211oi_1 14
sky130_fd_sc_hd__ha_1 409
-- final timing paths --
check,startpoint,end,slack [ps],cells after the start
max,switch[1],test[5],200,9
min,partial_product[0][0],partial_product[0][0],490,2
max reg2reg,A_matrix[1][1],partial_product[1][7],240,11
min reg2reg,partial_product[0][0],partial_product[0][0],490,2
max in group asynchronous,rst,A_matrix[4][3],2100,4
min in group asynchronous,rst,idx[3],670,2
-- power groups by stage --
stage / combinational, mW / sequential [mW] / clock [mW]
4_1_cts: 0.180 / 4.96 / 5.86
6_report: 0.171 / 4.97 / 5.70
5_1_grt: 0.198 / 4.96 / 6.06
-- cell families after synthesis --
logic type	share of synthesized area
AOI/OAI and AO/OA	0.1149
xor gates and xnor gates	0.04586
adders and majority gates	0.2495
buffers and inverters	0.04353
DFF	0.3348
muxes	0.07500
other	0.0001073
and+or+nand+nor	0.1363
-- per-layer routing --
| metal | vias up | share of wire | global-route usage |
|---|---|---|---|
| met5 | - | 0 | 0 |
| met4 | 0 | 0.026 | 0.03259 |
| met3 | 118 | 0.078 | 0.04880 |
| met2 | 465 | 0.43 | 0.2271 |
| met1 | 11720 | 0.47 | 0.2300 |
| li1 | 11740 | - | - |
-- flip-flops by register name (all words and copies together) (netlist names), 8 cells and up --
register	flops
A_matrix	36
B_matrix	36
C_matrix	72
accum_stage	8
partial_product	216
result	8
uart_rx_inst.rx_counter	16
uart_tx_inst.tx_buffer	8
uart_tx_inst.tx_counter	16
-- layout make-up --
type / instances / area (um^2) / area share
Sequential cell: 465 / 11700 / 0.3002
Multi-Input combinational cell: 2607 / 21770 / 0.5586
Timing Repair Buffer: 89 / 860.8 / 0.02209
Clock buffer: 55 / 1310 / 0.03361
Inverter: 219 / 825.8 / 0.02119
Antenna cell: 1 / 2.502 / 0.00006421
Clock inverter: 39 / 611.8 / 0.01570
Tap cell: 1512 / 1892 / 0.04854
-- through the flow --
| stage | power (mW) | setup TNS (ps) | area [um^2] | util | worst slack [ps] |
|---|---|---|---|---|---|
| CTS | 11.00 | 0 | 38970 | 0.3390 | 226.0 |
| finish | 10.84 | 0 | 38970 | 0.3390 | 203.4 |
| detailed placement | 5.237 | 0 | 37050 | 0.3223 | 245.0 |
| global route | 11.21 | 0 | 38970 | 0.3390 | 20.04 |
| floorplan | 5.166 | -1392240 | 34980 | - | -3085 |
| global placement | 5.237 | 0 | 37050 | 0.3223 | 251.4 |
-- critical path, cell delays in order --
cell and delay, ps:
sky130_fd_sc_hd__clkdlybuf4s50_1 530, sky130_fd_sc_hd__inv_1 180, sky130_fd_sc_hd__o21ai_0 190, sky130_fd_sc_hd__o21ai_0 100
sky130_fd_sc_hd__o21ai_0 280, sky130_fd_sc_hd__o211ai_1 140, sky130_fd_sc_hd__nand2_1 80, sky130_fd_sc_hd__o21ai_0 120
sky130_fd_sc_hd__clkdlybuf4s50_1 450
Power and IR drop assume default switching activity.
