## flow/run.sh

```bash
#!/bin/bash
# OpenROAD 26Q1-2900-gdf79404cd8, Yosys 0.63+post, stock flow scripts
make -C /OpenROAD-flow-scripts/flow DESIGN_CONFIG=/design/flow/config.mk WORK_HOME=/design/flow/orfs finish
```

## flow/config.mk

```make
export PLATFORM = sky130hd
export DESIGN_NAME = matrix_mult_fpga
export DESIGN_NICKNAME = matrix_mult_fpga
export VERILOG_FILES = /design/flow/design.v
export SDC_FILE = /design/flow/constraint.sdc
export NUM_CORES = 4
export LEC_CHECK = 1
export CORE_UTILIZATION = 40
```

## flow/constraint.sdc

```tcl
current_design matrix_mult_fpga

set clk_period 9.4
set clk_io_pct 0.2

create_clock -name clk0 -period $clk_period [get_ports {clk}]

set non_clock_inputs [all_inputs -no_clocks]
set_input_delay [expr $clk_period * $clk_io_pct] -clock clk0 $non_clock_inputs
set_output_delay [expr $clk_period * $clk_io_pct] -clock clk0 [all_outputs]
```

## flow/design.v

```verilog
`timescale 1ns / 1ps
module uart_rx (
    input wire clk,                 
    input wire reset,               
    input wire rx,                  
    output reg [7:0] rx_data,       
    output reg rx_ready             
);
    parameter BAUD_RATE = 9600;
    parameter CLOCK_FREQ = 100_000_000;  
    localparam BIT_TIME = CLOCK_FREQ / BAUD_RATE;
    reg [3:0] rx_state;
    reg [15:0] rx_counter;
    reg [3:0] bit_index;
    always @(posedge clk or posedge reset) begin
        if (reset) begin
            rx_state <= 0;
            rx_counter <= 0;
            bit_index <= 0;
            rx_ready <= 0;
            rx_data <= 8'b0;
        end else begin
            case (rx_state)
                0: begin  
                    if (rx == 0) begin  
                        rx_state <= 1;
                        rx_counter <= 0;
                    end
                end
                1: begin  
                    if (rx_counter < BIT_TIME / 2) begin
                        rx_counter <= rx_counter + 1;
                    end else begin
                        rx_state <= 2;  
                        rx_counter <= 0;
                    end
                end
                2: begin  
                    if (rx_counter < BIT_TIME) begin
                        rx_counter <= rx_counter + 1;
                    end else begin
                        rx_data[bit_index] <= rx;  
                        rx_counter <= 0;
                        if (bit_index < 7) begin
                            bit_index <= bit_index + 1;
                        end else begin
                            rx_state <= 3;  
                            rx_ready <= 1;  
                            bit_index <= 0;  
                        end
                    end
                end
                3: begin  
                    if (rx_counter < BIT_TIME) begin
                        rx_counter <= rx_counter + 1;
                    end else begin
                        rx_state <= 0;  
                        rx_ready <= 0;  
                    end
                end
            endcase
        end
    end
endmodule
module matrix_mult_fpga #(parameter DATA_WIDTH = 4)(  
    input clk,                  
    input rst,                  
    input rx,                   
	 input [2:0] switch,
	 output reg [7:0] test,
    output tx                   
);
    wire [7:0] rx_data;                   
    wire rx_ready;                        
    reg [7:0] tx_data;                    
    reg tx_start;                         
    wire tx_busy;                         
    reg [DATA_WIDTH-1:0] A_matrix [0:8];   
    reg [DATA_WIDTH-1:0] B_matrix [0:8];   
    reg [2*DATA_WIDTH-1:0] C_matrix [0:8];   
    integer i, j, k;   
    reg [2*DATA_WIDTH-1:0] temp_result;   
    reg [4:0] rx_count;           
    reg calc_done;                
    reg [3:0] tx_index;           
    uart_rx uart_receiver (
        .clk(clk),
        .reset(rst),
        .rx(rx),
        .rx_data(rx_data),
        .rx_ready(rx_ready)
    );
    uart_tx uart_transmitter (
        .clk(clk),
        .reset(rst),
        .tx_data(tx_data),
        .tx_start(tx_start),
        .tx(tx),
        .tx_busy(tx_busy)
    );
    always @(posedge clk or posedge rst) begin
        if (rst) begin
            rx_count <= 0;
        end else if (rx_ready && rx_count < 20) begin
            if (rx_count < 9) begin
                {A_matrix[rx_count+1],A_matrix[rx_count]} <= rx_data;  
            end else begin
                {B_matrix[rx_count-10+1],B_matrix[rx_count-10]} <= rx_data;  
            end
            rx_count <= rx_count + 2;
        end
    end
    always @(posedge clk or posedge rst) begin
        if (rst) begin
            for (i = 0; i < 9; i = i + 1) C_matrix[i] <= 0;
            calc_done <= 0;
        end else if (rx_count == 20 && !calc_done) begin
            for (i = 0; i < 3; i = i + 1) begin
                for (j = 0; j < 3; j = j + 1) begin
                    temp_result = 0;
                    for (k = 0; k < 3; k = k + 1) begin
                        temp_result = temp_result + A_matrix[i * 3 + k] * B_matrix[k * 3 + j];
                    end
                    C_matrix[i * 3 + j] <= temp_result;  
                end
            end
            calc_done <= 1;   
        end
    end
    always @(posedge clk or posedge rst) begin
        if (rst) begin
            tx_start <= 0;
            tx_index <= 0;    
        end else if (calc_done && tx_index < 9 && !tx_busy) begin
		      tx_start <= 1; 
            tx_data <= C_matrix[tx_index];  
            tx_index <= tx_index + 1;            
        end else begin
            tx_start <= 0;  
        end  
    end
     always @(*) begin
    case (switch)
		  3'd0: test = C_matrix[0];     
        3'd1: test = C_matrix[1];    
        3'd2: test = C_matrix[2];   
        3'd3: test = C_matrix[3];   
        3'd4: test = C_matrix[4];   
        3'd5: test = C_matrix[5];   
        3'd6: test = C_matrix[6];   
        3'd7: test = C_matrix[7];
		  default: test = 8'h00;
    endcase
end
endmodule
`timescale 1ns / 1ps
module uart_tx (
    input wire clk,                 
    input wire reset,               
    input wire [7:0] tx_data,       
    input wire tx_start,            
    output reg tx,                  
    output reg tx_busy              
);
    parameter BAUD_RATE = 9600;
    parameter CLOCK_FREQ = 100_000_000;  
    localparam BIT_TIME = CLOCK_FREQ / BAUD_RATE;
    reg [3:0] tx_state;
    reg [7:0] tx_buffer;
    reg [15:0] tx_counter;
    reg [3:0] bit_index;
    always @(posedge clk or posedge reset) begin
        if (reset) begin
            tx_state <= 0;
            tx_busy <= 0;
            tx_counter <= 0;
            tx <= 1;  
        end else begin
            case (tx_state)
                0: begin  
                    if (tx_start && !tx_busy) begin
                        tx_buffer <= tx_data;
                        tx_state <= 1;  
                        tx_busy <= 1;
                    end
                end
                1: begin  
                    if (tx_counter < BIT_TIME) begin
                        tx_counter <= tx_counter + 1;
                    end else begin
                        tx <= 0;  
                        tx_counter <= 0;
                        tx_state <= 2;  
                        bit_index <= 0;
                    end
                end
                2: begin  
                    if (tx_counter < BIT_TIME) begin
                        tx_counter <= tx_counter + 1;
                    end else begin
                        tx <= tx_buffer[bit_index];  
                        tx_counter <= 0;
                        if (bit_index < 7) begin
                            bit_index <= bit_index + 1;
                        end else begin
                            tx_state <= 3;  
                        end
                    end
                end
                3: begin  
                    if (tx_counter < BIT_TIME) begin
                        tx_counter <= tx_counter + 1;
                    end else begin
                        tx <= 1;  
                        tx_state <= 0;  
                        tx_busy <= 0;  
                    end
                end
            endcase
        end
    end
endmodule
```

==> impl_metrics.csv <==
group,metric,value,unit
setup_path,cpPeakStageDelay,0.55,ns
setup_path,crit_top_cell,"clkdlybuf4s50_1",
synth,ys_seq_frac,0.2527,
detailed_routing,drt-wirelength-per-cell,18.41,um
setup_path,critPathCaptureType,"output pin",
cts,clockBufferDepth,3,
die,coreArea,60470,sq um
detailed_routing,drt-total-wl,58810,um
detailed_routing,ant_nets,0,
synth,yosys-stat-area,24510,sq um
cts,cts-resized-gates,0,
power_and_ir_drop,p_switching,2.676,mW
cts,htreeDepth,1,
timing,rsz0062_at_grt,"no",
setup_path,arrival,4.10,ns
setup_path,crit_buf_inv,3,
place,dpl.cell_count,3147,
global_routing,antenna_found_initial,1,
timing,finalCriticalPeriod,5.980,ns
synth,yosys_warnings,6,
power_and_ir_drop,swShare,0.4376,
timing,setup_viol,0,
timing,relSlewSlack,0.4622,
detailed_routing,vias,16080,
global_routing,grt_max_degree,75,
final_layout,design_area,26120,sq um
synth,ys_top_cells_by_count,"421 x inv_1, 338 x and2_1, 288 x fa_1, 246 x ha_1, 198 x nand2_1",
synth,ys_types,71,
cts,cts_buffers,26,
worst_hold_path,holdCritPathClass,"flip-flop to flip-flop",
place,place_congestion,0.9414,
setup_path,critical_path_required,7.52,ns
global_routing,grt_pass1_vias,16880,
synth,syn-cell-area,24510,sq um
status,outcome,"finished clean",
setup_path,crit_family,"buffers and inverters",
final_layout,area_growth,6.580,%
power_and_ir_drop,power,6.115,mW
cts,hold_buffers,0,
timing,fmax,0.1672,GHz
die,io_pins,15,
power_and_ir_drop,p_clk_frac,0.162,
synth,yosys.area.top_type,"fa_1",
timing,report.final.slew_viol_count,0,
global_routing,track_usage,0.2102,
timing,tightest_slew,0.8067,ns
synth,syn_avg_cell_area,9.976,sq um
setup_path,start_kind,"input port",
power_and_ir_drop,power_density,234.1,nW/um^2
cts,clk_latency,0.55,ns
setup_path,slowest_stage,"mux4_2",
final_layout,fin_cells,3194,
setup_path,criticalPathCategory,"input port to output pin",
place,place_area,25280,sq um
synth,top_cells_by_area,"fa_1 24%, dfrtp_1 14%, ha_1 13%, edfxtp_1 11%, and2_1 8.6%",
power_and_ir_drop,intPower,3.439,mW
synth,synth_flops,229,
cts,cts_setup_buffers,0,
power_and_ir_drop,pwr-share-comb,0.546,
global_routing,grt_pass1_wl,95870,um
die,chipArea,62270,sq um
setup_path,crit_chain,"clkdlybuf4s50_1 > buf_4 > mux4_2 > mux2_2 > a21oi_1 > nor2_1 > clkdlybuf4s50_1",
place,place_hpwl,44220,um
place,portBuffers,14,
cts,path_clk_slew,0.05,ns
die,num_rows,90,
cts,root_buffer,"clkbuf_16",
timing,clock-skew-final,0.02120,ns
synth,synth.most_common_cell,"inv_1",
power_and_ir_drop,p_leak,12.05,nW
flow_run,warnings,39,
cts,cts_num_sinks,229,
power_and_ir_drop,seqPwrFrac,0.292,
synth,edf_count,92,
timing,period_used_share,0.6362,
global_routing,gr-total-overflow,0,
setup_path,path_max_fanout,28,
die,fp_util,0.4053,
detailed_routing,drt-pass1-iter-count,5,
timing,tns,0,ns
detailed_routing,avgViaCountPerCell,5.035,
cts,cts_tree,"done",
flow_run,timing.max_cap.violations,0,
synth,syn_inst,2457,
synth,ys.flop_type,"dfrtp_1",
timing,hold_viol_final,0,
synth,async_reset_ff_frac,0.5983,
synth,top_cell_area_share,0.2352,
power_and_ir_drop,peakVddDrop,0.1559,mV
detailed_routing,route.detailed.drc,0,
final_layout,drive_gt1_frac,0.06595,
die,dieHeight,249.5,um
detailed_routing,drt_iter0_markers,770,
synth,ys_cells,2457,
die,die_x,249.5,um
[cells in the final DEF, fill, tap and decap left out, drive strengths merged, types with 23 or more instances in the layout]
master / netlist / layout
inv: 421 / 423
and2: 340 / 340
fa: 288 / 288
ha: 246 / 246
nand2: 198 / 198
dfrtp: 134 / 134
o21ai: 103 / 103
edfxtp: 92 / 92
a21oi: 80 / 80
mux2: 72 / 72
xnor2: 47 / 47
clkbuf: 106 / 40
nor2: 39 / 39
xor2: 37 / 37
nand3: 25 / 25
a21o: 23 / 23
[worst register-to-register path, delay by kind of cell, from the launching register on]
| family | cells | cell delay [ns] |
|---|---|---|
| and+or+nand+nor | 1 | 0.24 |
| buffers and inverters | 2 | 0.11 |
| DFF | 1 | 0.84 |
| xor gates and xnor gates | 1 | 0.15 |
| AOI/OAI and AO/OA | 4 | 0.53 |
| adders and majority gates | 6 | 2.98 |
[area by class of cell]
class	count	area, sq um
Antenna cell	1	2.502
Clock buffer	40	805.8
Clock inverter	6	38.79
Fill cell	5537	34350
Inverter	421	1585
Multi-Input combinational cell	1686	16270
Sequential cell	229	6195
Tap cell	782	978.4
Timing Repair Buffer	29	252.7
[metrics by stage]
step	hold WS (ns)	setup slack [ns]	utilization
after floorplan	0.4003	3.639	-
after global placement	0.4088	3.442	0.4180
after detailed placement	0.4045	3.417	0.4180
after CTS	0.4169	3.398	0.4320
after global routing	0.4258	3.223	0.4320
final	0.4158	3.420	0.4320
[registers in the layout (all words and copies together) (netlist names)]
signal	count
uart_transmitter.tx_busy	1
uart_receiver.rx_state	4
uart_transmitter.tx	1
uart_receiver.rx_data	8
rx_count	4
uart_receiver.bit_index	4
uart_transmitter.tx_state	4
uart_transmitter.tx_counter	16
uart_receiver.rx_ready	1
tx_index	4
uart_receiver.rx_counter	16
uart_transmitter.bit_index	4
B_matrix	36
calc_done	1
tx_data	8
A_matrix	36
C_matrix	72
tx_start	1
uart_transmitter.tx_buffer	8
[power groups by stage]
stage / clock [mW] / sequential (mW) / combinational [mW]
CTS: 1.02 / 1.79 / 3.37
global route: 1.05 / 1.82 / 3.86
finish: 0.989 / 1.79 / 3.34
[path summary, 6_finish.rpt]
path / startpoint / end / slack [ns] / depth (start not counted)
worst min register to register: tx_data[7] / uart_transmitter.tx_buffer[7] / 0.42 / 0
worst max register to register: B_matrix[4][1] / C_matrix[7][7] / 4.38 / 14
min in group asynchronous: rst / C_matrix[1][4] / 1.89 / 3
max in group asynchronous: rst / C_matrix[8][4] / 5.86 / 5
worst min-delay path: tx_data[7] / uart_transmitter.tx_buffer[7] / 0.42 / 0
worst max-delay path: switch[0] / test[4] / 3.42 / 7
[per-layer routing]
metal | vias up | routed length [um] | share of wire | GRT usage
li1 | 7749 | - | - | -
met1 | 7742 | 26990 | 0.46 | 0.3247
met2 | 523 | 25390 | 0.43 | 0.3012
met3 | 69 | 4761 | 0.081 | 0.06882
met4 | 0 | 1671 | 0.028 | 0.04868
met5 | - | 0 | 0 | 0
[cells by family (layout without fill, tap and decap cells)]
logic type | Yosys count | after routing | share of synthesized area
XOR/XNOR | 84 | 84 | 0.03002
buffers and inverters | 542 | 496 | 0.08387
adder cells (fa/ha/maj) | 534 | 534 | 0.3608
flip-flops | 229 | 229 | 0.2527
other | 0 | 1 | 0
multiplexers | 90 | 90 | 0.04502
AND/OR/NAND/NOR | 670 | 670 | 0.1469
AND-OR/OR-AND | 308 | 308 | 0.08065
Power is estimated from default activity; no workload was simulated.
